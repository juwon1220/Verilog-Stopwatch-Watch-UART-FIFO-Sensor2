<file path="/design/flow/design.v">
`timescale 1ns / 1ps
module hex_pulse_gen#(parameter DIV = 2000)(
    input        clk      ,
    input        rst      ,
    input  [7:0] rx_data  ,
    input        tx_empty ,
    output [7:0] p_out     
);
    localparam p_cycle = 100_000_000 / DIV;
    reg [$clog2(p_cycle):0] p_count;
    reg        p_enable;
    reg [7:0]  p_out_reg;
    assign p_out = p_out_reg;
    always @(posedge clk or posedge rst) begin
        if (rst) begin
            p_count    <= 0;
            p_enable   <= 0;
            p_out_reg  <= 0;
        end else begin
            if (~tx_empty) begin
                p_out_reg  <= rx_data;
                p_count    <= 0;
                p_enable   <= 1;
            end else if (p_enable) begin
                if (p_count < p_cycle) begin
                    p_count <= p_count + 1;
                end else begin
                    p_enable   <= 0;
                    p_out_reg  <= 0;
                end
            end else begin
                p_out_reg <= 0;
            end
        end
    end
endmodule
</file>
<file path="/design/flow/run.sh">
#!/bin/bash
# OpenROAD 26Q1-2900-gdf79404cd8, Yosys 0.63+post, stock flow scripts
make -C /OpenROAD-flow-scripts/flow DESIGN_CONFIG=/design/flow/config.mk WORK_HOME=/design/flow/orfs finish
</file>
<file path="/design/flow/config.mk">
export PLATFORM = sky130hd
export DESIGN_NAME = hex_pulse_gen
export DESIGN_NICKNAME = hex_pulse_gen
export VERILOG_FILES = /design/flow/design.v
export SDC_FILE = /design/flow/constraint.sdc
export NUM_CORES = 4
export LEC_CHECK = 1
export CORE_AREA = 10 10 96 96
export DIE_AREA = 0 0 106 106
</file>
<file path="/design/flow/constraint.sdc">
current_design hex_pulse_gen

set clk_period 5.1
set clk_io_pct 0.2

create_clock -name clk0 -period $clk_period [get_ports {clk}]

set non_clock_inputs [all_inputs -no_clocks]
set_input_delay [expr $clk_period * $clk_io_pct] -clock clk0 $non_clock_inputs
set_output_delay [expr $clk_period * $clk_io_pct] -clock clk0 [all_outputs]
</file>
==> out/qor.csv <==
metric,value,unit
clkPwrFrac,0.401,
cts_resized,0,
drt_iter0_drc,121,
ys_seq_share,0.500,
overflow,0,
ys_async_sr_fraction,1.00,
drive_gt1_frac,0.0690,
intPower,0.341,mW
p_leak,0.602,nW
clkLatencyLatePin,0.27,ns
fp-utilization,0.180,
logic_area,607,µm²
hp-class,reg -> reg,
final_cell_area,1650,µm²
grt_first_pass_wirelength,4830,µm
cts_buffers,3,
first_pass_iters,4,
yosysUniqueCellTypes,32,
powerDensity,259,nW/µm²
yosys_warnings,1,
cts_tree,done,
core_area,7210,µm²
warnings,25,
synth.most_common_cell,dfrtp_1,
grt_max_degree,27,
switchingPower,0.0870,mW
htree_levels,1,
yosysTopAreaCellShare,0.500,
cap_violations,0,
critPathKind,in -> reg,
setup_tns,0,ns
p_sw_frac,0.203,
startpoint_type,primary input,
largest_area_cell,dfrtp_1,
flop_area,651,µm²
grt_pass1_vias,1003,
edf_count,0,
hold_viol,0,
clock-sinks,26,
power_frac_comb,0.088,
wl_per_cell,11.8,µm
status,"complete, no violations",
fillers,810,
postRouteAntennaNets,0,
clock-root-buffer,clkbuf_8,
num_rows,31,
vias,1048,
die_w,106,µm
syn_inst,128,
pin_count,19,
finalSetupViolations,0,
ir_worst_vdd,0.128,mV
gr-usage-all-layers,0.0483,
yosys-top-cells-area,"dfrtp_1 (50%), nand2_1 (5.5%), o2bb2ai_1 (5.4%)",
fin_crit_sh,0.645,
yosys_area,1300,µm²
max_freq,304,MHz
area_growth,27.0,%
place_hpwl,1960,µm
port-buffer-count,18,
cts_setup_buffers,0,
die_h,106,µm
ff_type,dfrtp_1,
path_clk_slew,0.09,ns
drv_slew,0,
seq_power_share,0.511,
antenna_cells,0,
critPathArrivalTime,3.49,ns
cts.path.max_buffers,2,
place_congestion,0.747,
rsz0062_at_grt,false,
largest_register_ffs,17,
slew_headroom,0.453,
common_cells,"dfrtp_1 (26), nand2_1 (19), a21oi_1 (10)",
ys_cells,128,
synth.avg_cell_area,10.2,µm²
cts_hold_buffers,0,
cp-end-kind,register,
drc,0,
ys_ff,26,
worstPathRequired,5.31,ns
dieArea,11200,µm²
fin_skew,0.00378,ns
worstPathMaxFanout,24,
period_minus_slack,3.29,ns
wl,2890,µm
antenna_found_initial,0,
synthesis.area,1300,µm²
postPlaceCellArea,1580,µm²
routed_via_density,4.30,
worst_pin_slew,0.818,ns
power groups by stage:
stage	sequential, mW	combinational (mW)	clock, mW
CTS	0.219	0.0390	0.176
global route	0.220	0.0423	0.184
finish	0.218	0.0377	0.172
cell usage in the layout, fill, tap and decap left out, types with 4 or more instances in the layout:
cell,n
a21oi_1,10
clkdlybuf4s50_1,18
dfrtp_1,26
nand2_1,19
nand2b_1,4
nand3_1,4
nand4_1,4
o2bb2ai_1,8
o31ai_1,9
or4_1,8
cells by family after synthesis:
logic type / after synthesis / synth area share
adder cells (fa/ha/maj): 1 / 0.00962
AND/OR/NAND/NOR: 52 / 0.233
flip-flops: 26 / 0.500
buffers and inverters: 9 / 0.0327
multiplexers: 3 / 0.0231
AND-OR/OR-AND: 37 / 0.201
path summary, 6_finish.rpt:
kind	from	endpoint	slack, ns	cells after the start
hold reg to reg	p_count[16]	p_count[16]	0.49	1
hold / removal	p_count[16]	p_count[16]	0.49	1
setup reg to reg	p_count[11]	p_count[9]	3.05	4
min in group asynchronous	rst	p_count[11]	1.11	3
max in group asynchronous	rst	p_out_reg[3]	3.73	3
setup / recovery	tx_empty	p_count[7]	1.81	4
final cells by class:
| type | count | area share |
|---|---|---|
| tap | 99 | 0.0750 |
| clock buffer | 3 | 0.0250 |
| sequential | 26 | 0.394 |
| clock inverter | 1 | 0.0182 |
| multi-input combinational | 93 | 0.367 |
| timing repair buffer | 19 | 0.114 |
| inverter | 3 | 0.00682 |
layer usage:
layer  share of wire  vias up  GRT usage
met5               0        -          0
met4           0.021        0     0.0116
met3           0.056        2    0.00917
met2            0.45       22     0.0760
met1            0.47      505     0.0675
li1                -      519          -
stage by stage:
stage          hold WS [ns]  setup slack [ns]  instances  utilization  total power, mW
2_1_floorplan         0.451              3.28        128            -            0.236
3_3_place_gp          0.467              1.57        240        0.219            0.261
3_5_place_dp          0.469              1.54        240        0.219            0.261
4_1_cts               0.495              1.82        244        0.229            0.434
5_1_grt               0.517              1.65        244        0.229            0.446
6_report              0.491              1.81        244        0.229            0.428
critical path, cell delays in order:
cell	delay, ns
clkdlybuf4s50_1	1.00
clkinv_1	0.71
or4_1	0.67
o21ai_1	0.08
Power is estimated from default activity; no workload was simulated.
